### ./config.mk
export PLATFORM = sky130hd
export DESIGN_NAME = Z16Decoder
export DESIGN_NICKNAME = Z16Decoder
export VERILOG_FILES = /design/flow/design.v
export SDC_FILE = /design/flow/constraint.sdc
export NUM_CORES = 4
export LEC_CHECK = 1
export CORE_AREA = 10 10 70 70
export DIE_AREA = 0 0 80 80
### ./constraint.sdc
current_design Z16Decoder

set clk_period 2.2
set clk_io_pct 0.2

create_clock -name clk0 -period $clk_period

set non_clock_inputs [all_inputs -no_clocks]
set_input_delay [expr $clk_period * $clk_io_pct] -clock clk0 $non_clock_inputs
set_output_delay [expr $clk_period * $clk_io_pct] -clock clk0 [all_outputs]
### ./design.v
module Z16Decoder(
  input wire[15:0] i_instr,
  output wire[3:0] o_opcode,
  output wire[3:0] o_rd_addr,
  output wire[3:0] o_rs1_addr,
  output wire[3:0] o_rs2_addr,
  output wire[15:0] o_imm,  
  output wire o_rd_wen,  
  output wire o_mem_wen,  
  output wire[3:0] o_alu_ctrl  
);
  assign o_opcode = i_instr[3:0];
  assign o_rd_addr = i_instr[7:4];
  assign o_rs1_addr = get_rs1_addr(i_instr);
  assign o_rs2_addr = get_rs2_addr(i_instr);
  assign o_imm = get_imm(i_instr);
  assign o_rd_wen = get_rd_wen(i_instr);
  assign o_mem_wen = get_mem_wen(i_instr);
  assign o_alu_ctrl = get_alu_ctrl(i_instr);
  function[3:0] get_rs1_addr;
    input[15:0] i_instr;
    begin
      case(i_instr[3:0])
        4'h9 : get_rs1_addr = i_instr[7:4];  
        4'hE : get_rs1_addr = {2'b00, i_instr[5:4]};
        4'hF : get_rs1_addr = {2'b00, i_instr[5:4]};
        default : get_rs1_addr = i_instr[11:8]; 
      endcase
    end
  endfunction
  function[3:0] get_rs2_addr;
    input[15:0] i_instr;
    begin
      case(i_instr[3:0])
        4'hE : get_rs2_addr = {2'b00, i_instr[7:6]};
        4'hF : get_rs2_addr = {2'b00, i_instr[7:6]};
        default : get_rs2_addr = i_instr[15:12]; 
      endcase
    end
  endfunction
  function[15:0] get_imm;
    input[15:0] i_instr;
    begin
      case(i_instr[3:0])  
        4'h9 : get_imm = {{8{i_instr[15]}}, i_instr[15:8]};  
        4'hA : get_imm = {{12{i_instr[15]}}, i_instr[15:12]};   
        4'hB : get_imm = {{12{i_instr[7]}}, i_instr[7:4]};   
        4'hC : get_imm = {{12{i_instr[15]}}, i_instr[15:12]};   
        4'hD : get_imm = {{12{i_instr[15]}}, i_instr[15:12]};   
        4'hE : get_imm = {{8{i_instr[15]}}, i_instr[15:8]};   
        4'hF : get_imm = {{8{i_instr[15]}}, i_instr[15:8]};   
        default : get_imm = 16'h0000;
      endcase
    end
  endfunction
  function get_rd_wen;
    input[15:0] i_instr;
    begin 
      if(i_instr[3:0] <=4'hA) begin  
        get_rd_wen = 1'b1;
      end else if((i_instr[3:0]==4'hC) || (i_instr[3:0]==4'hD)) begin  
        get_rd_wen = 1'b1;
      end else begin
        get_rd_wen = 1'b0;
      end
    end
  endfunction
  function get_mem_wen;
    input[15:0] i_instr;
    begin 
      if(4'hA == i_instr[3:0]) begin  
        get_mem_wen = 1'b0;
      end else if(4'hB == i_instr[3:0]) begin  
        get_mem_wen = 1'b1;
      end else begin
        get_mem_wen = 1'b0;
      end
    end
  endfunction
  function [3:0] get_alu_ctrl;
    input[15:0] i_instr;
    begin
      if(i_instr[3:0] <= 4'h8) begin  
        get_alu_ctrl = i_instr[3:0];
      end else begin
        get_alu_ctrl = 4'h0;  
      end
    end
  endfunction
endmodule
### ./run.sh
#!/bin/bash
# OpenROAD 26Q1-2900-gdf79404cd8, Yosys 0.63+post, stock flow scripts
make -C /OpenROAD-flow-scripts/flow DESIGN_CONFIG=/design/flow/config.mk WORK_HOME=/design/flow/orfs finish
==> reports/metrics.csv <==
stage;metric;value;unit
run_status;status;completed;
flow_run;Max Cap Viol;0;
route;post-route DRC violation count;0;
cells_and_area;Flop Count;0;
synthesis;Post-synth area hogs;buf_4 (27%), o2bb2ai_1 (10%), nor2b_1 (6.0%);
floorplanning;Die Span Y;80;um
synthesis;area share, top type;27.3;%
synthesis;Cells after Synth;66;
worst_hold_path;Hold EP;o_opcode[1];
cells_and_area;Register Area;0;um^2
worst_setup_path;Setup crit start kind;input pin;
synthesis;yosys cell count;66;
worst_setup_path;CP max stage cell;clkdlybuf4s50_1;
route;Iter 0 DRT Violations;5;
cells_and_area;utilization after layout;33.8;%
route;mean number of vias per cell;4.05;
synthesis;Yosys cell types;27;
global_route;number of global-route vias before repair;674;
synthesis;Synth Cell Area;522;um^2
timing;Setup TNS Final;0;ps
timing;Least-Margin Pin Slew;244;ps
global_route;total track usage;6.86;%
synthesis;synth cell count leaders;buf_4 (19), o2bb2ai_1 (6), nor2b_1 (5);
route;drt pass-1 iters;2;
power_and_ir_drop;pwr dens;184;nW/um^2
global_route;largest net degree at the start of global routing;10;
worst_setup_path;delay-heaviest family, CP;buffers and inverters;
floorplanning;Initial Utilization;15.3;%
placement;Detailed Place HPWL;1.97;mm
route;DR WL/cell;14.1;um
worst_setup_path;CP Capture Type;output pin;
floorplanning;Core ar.;3420;um^2
synthesis;post-synth top area cell;buf_4;
timing;final setup fails;0;
cells_and_area;layout cells sized above 1;31.4;%
synthesis;Yosys top cell by instances;buf_4;
floorplanning;Die W;80;um
worst_setup_path;Buf/Inv on CP;3;
worst_hold_path;worst hold path class;input pin to output pin;
power_and_ir_drop;VDD IR max;0.0000903;V
floorplanning;DIE AREA;6400;um^2
route;final wirelength;2.32;mm
floorplanning;io pins;54;
timing;final period utilization;99.2;%
worst_hold_path;Hold Path Origin;i_instr[1];
placement;Port Buffers;54;
timing;Hold Fails Final Rpt;0;
timing;Highest Clock Rate;0.458;GHz
worst_hold_path;hold depth;2;
placement;Final GP Congestion;0.839;
floorplanning;FP Rows;21;
synthesis;yosys synthesis chip area;522;um^2
route;# diodes;0;
timing;max-slew violation count;0;
synthesis;Avg Cell Area, Syn;7.91;um^2
cts;Hold-fix buffers, CTS;0;
cells_and_area;Clock buffer cells;0;
placement;Placed Cells;160;
global_route;GR Overflow Total;0;
timing;crit path time final;2180;ps
timing;Rel. slew slack;83.7;%
flow_run;tool warning count;33;
timing;RSZ-0062 raised after global routing;true;
route;Post-DRT Antenna Nets;0;
worst_setup_path;Critical Path AT;1740;ps
worst_setup_path;Crit Path Max Fanout;9;
route;via count;664;
worst_setup_path;Required @ worst endpoint;1760;ps
worst_setup_path;CP Class;input pin to output pin;
cells_and_area;fin cells;164;
cells_and_area;Layout area overhead;122;%
global_route;initial antenna violation count;0;
worst_setup_path;CP Cell Sequence;buf_2 > nand2b_4 > o21ai_4 > buf_12 > mux2_4 > clkdlybuf4s50_1;
synthesis;Synth Seq Share;0;%
global_route;first-pass GRT wire length;3.62;mm
worst_setup_path;CP max stage delay;410;ps
synthesis;YS warnings;1;
power_and_ir_drop;Static Leak;0.526;nW
-- per-layer routing --
layer | share of wire (%) | global-route usage [%] | vias up
met3 | 9.1 | 1.59 | 0
met4 | 0 | 0 | 0
li1 | - | - | 336
met1 | 39 | 8.04 | 304
met5 | 0 | 0 | -
met2 | 52 | 12.9 | 24
-- placed cells by master (no fill, tap or decap), drive strengths merged, types with 4 or more instances in the layout --
cell,count
o21ai,4
and2,5
dlymetal6s2s,5
nor2b,5
clkdlybuf4s50,39
o2bb2ai,6
dlygate4sd2,5
buf,22
mux2,4
-- power by group --
| group | internal [mW] | total [mW] | switching, mW |
|---|---|---|---|
| registers | 0 | 0 | 0 |
| clock network | 0 | 0 | 0 |
| logic | 0.145 | 0.212 | 0.0675 |
-- logic make-up (layout without fill, tap and decap cells) --
group | Yosys count | after routing | share of synthesized area (%)
and+or+nand+nor | 21 | 21 | 26.1
buffers and inverters | 21 | 73 | 30.2
AOI/OAI and AO/OA | 19 | 19 | 31.7
muxes | 5 | 5 | 12.0
-- what timing repair did --
action,4_1_cts,5_1_grt
setup buffers,2,0
endpoints found under the setup margin,30,15
resized,33,10
pin swaps,2,4
cloned,2,0
-- per-stage QoR --
stage,area (um^2),hold slack [ps],power (mW),setup WS [ps]
floorplan,522,944,0.0754,388
global placement,1070,1740,0.204,-428
detailed placement,1070,1750,0.205,-438
CTS,1120,1440,0.215,2.73
global route,1160,1470,0.232,-44.7
finish,1160,1430,0.212,17.5
-- final cells by class --
cell class	instances	area, um^2
Fill cell	359	2260
Inverter	1	3.75
Multi-Input combinational cell	45	415
Tap cell	46	57.6
Timing Repair Buffer	72	679
-- worst max path at each step --
| stage | start | end | slack, ps | depth (start not counted) |
|---|---|---|---|---|
| after CTS | i_instr[2] | o_imm[9] | 3 | 7 |
| after global routing | i_instr[0] | o_imm[13] | -40 | 7 |
| final | i_instr[1] | o_rs1_addr[1] | 20 | 6 |
Power figures rest on the tool's default switching activity, not on a simulated workload.
