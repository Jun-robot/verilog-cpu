<file path="design.v">
module neopixel_driver(
  input wire i_clk,
  input wire i_reset, 
  input wire[7:0] i_rd_addr,
  input wire i_rd_wen,
  input wire[23:0] i_rd_data,
  output wire o_led_out
);
  wire[7:0] w_mem_addr;
  wire[23:0] w_mem_data;
  pixel_memory npx_mem(
    .i_clk(i_clk),
    .i_rd_addr(i_rd_addr),
    .i_rd_wen(i_rd_wen),
    .i_rd_data(i_rd_data),
    .i_rs_addr(w_mem_addr),
    .o_rs_data(w_mem_data)
  );
  neopixel_tx npx_tx(
    .i_clk(i_clk),
    .i_reset(i_reset),
    .i_start(1'b1),
    .o_mem_addr(w_mem_addr),
    .i_mem_data(w_mem_data),
    .o_led_out(o_led_out)
  );
endmodule
module neopixel_tx(
  input wire i_clk,  
  input wire i_reset,
  input wire i_start,
  output reg [7:0] o_mem_addr,
  input wire[23:0] i_mem_data,
  output reg o_led_out
);
  localparam NUM_PIXELS = 16'd8;
  localparam T0H_CYCLES = 16'd8;
  localparam T0L_CYCLES = 16'd24;
  localparam T1H_CYCLES = 16'd16;
  localparam T1L_CYCLES = 16'd16;
  localparam TRESET_CYCLES = 16'd2200;
  localparam S_IDLE  = 3'd0;
  localparam S_HIGH  = 3'd1;
  localparam S_LOW   = 3'd2;
  localparam S_RESET = 3'd3;
  localparam S_DONE  = 3'd4;
  reg[2:0] r_state;
  reg[2:0] r_next_state;
  reg [15:0] r_counter;
  reg[7:0] r_pixel_index;  
  reg[4:0] r_bit_index;  
  reg[23:0] r_shift_reg;
  always @(posedge i_clk) begin
    if (i_reset) begin
      r_state       <= S_IDLE;
      o_led_out     <= 1'b0;
      o_mem_addr    <= 8'd0;
      r_counter     <= 16'd0;
      r_pixel_index <= 8'd0;
      r_bit_index   <= 5'd0;
      r_shift_reg   <= 24'd0;
    end else begin
      case (r_state)
      S_IDLE: begin
        o_led_out <= 1'b0;
        if (i_start) begin
          r_state       <= S_HIGH;
          r_pixel_index <= 8'd0;
          r_bit_index   <= 5'd0;
          o_mem_addr    <= 8'd0;        
          r_shift_reg   <= i_mem_data;
          r_counter     <= 16'd0;
        end
      end
      S_HIGH: begin
        if (r_counter == 16'd0) begin
          o_led_out <= 1'b1;
        end
        r_counter <= r_counter + 16'd1;
        if (r_shift_reg[23] == 1'b1) begin
          if (r_counter >= (T1H_CYCLES - 1)) begin
            r_state   <= S_LOW;
            r_counter <= 16'd0;
          end
        end else begin
          if (r_counter >= (T0H_CYCLES - 1)) begin
            r_state   <= S_LOW;
            r_counter <= 16'd0;
          end
        end
      end
      S_LOW: begin
        if (r_counter == 16'd0) begin
          o_led_out <= 1'b0;
        end
        r_counter <= r_counter + 16'd1;
        if (r_shift_reg[23] == 1'b1) begin
          if (r_counter >= (T1L_CYCLES - 1)) begin
            r_shift_reg <= {r_shift_reg[22:0], 1'b0};  
            r_bit_index <= r_bit_index + 5'd1;  
            r_counter   <= 16'd0;  
            if (r_bit_index == 5'd23) begin
              if (r_pixel_index == (NUM_PIXELS - 1)) begin
                r_state <= S_RESET;   
              end else begin
                r_pixel_index <= r_pixel_index + 8'd1;
                o_mem_addr    <= r_pixel_index + 8'd1;
                r_bit_index   <= 5'd0;
                r_shift_reg   <= i_mem_data;  
                r_state       <= S_HIGH;
              end
            end else begin
              r_state <= S_HIGH;
            end
          end
        end else begin
          if (r_counter >= (T0L_CYCLES - 1)) begin
            r_shift_reg <= {r_shift_reg[22:0], 1'b0};
            r_bit_index <= r_bit_index + 5'd1;
            r_counter   <= 16'd0;
            if (r_bit_index == 5'd23) begin
              if (r_pixel_index == (NUM_PIXELS - 1)) begin
                r_state <= S_RESET;  
              end else begin
                r_pixel_index <= r_pixel_index + 8'd1;
                o_mem_addr    <= r_pixel_index + 8'd1;
                r_bit_index   <= 5'd0;
                r_shift_reg   <= i_mem_data;
                r_state       <= S_HIGH;
              end
            end else begin
              r_state <= S_HIGH;
            end
          end
        end
      end
      S_RESET: begin
        o_led_out <= 1'b0;
        r_counter <= r_counter + 16'd1;
        if (r_counter >= (TRESET_CYCLES - 1)) begin
          r_state   <= S_DONE;
          r_counter <= 16'd0;
        end
      end
      S_DONE: begin
        r_state <= S_IDLE;
      end
      endcase
    end
  end
endmodule
module neopixel_wrapper(
  input wire i_clk,
  input wire i_reset,
  output wire o_led_out
);
  wire w_reset;
  wire w_led_out;
  assign w_reset = ~i_reset;
  assign o_led_out = ~w_led_out;
  neopixel_driver driver(
    .i_clk(i_clk),
    .i_reset(w_reset),
    .o_led_out(w_led_out)
  );
endmodule
module pixel_memory(
  input wire i_clk,
  input wire[7:0] i_rd_addr,
  input wire i_rd_wen,
  input wire[23:0] i_rd_data,  
  input wire[7:0] i_rs_addr,  
  output wire[23:0] o_rs_data
);
  reg[23:0] mem[0:255];
  wire[23:0] wmem[0:7];   
  assign wmem[0] = 24'hFF0000;
  assign wmem[1] = 24'h00FF00;
  assign wmem[2] = 24'h0000FF;
  assign wmem[3] = 24'hFF00FF;
  assign wmem[4] = 24'h00FFFF;
  assign wmem[5] = 24'hFFFF00;
  assign wmem[6] = 24'hFFFFFF;
  assign wmem[7] = 24'h000000;
  assign o_rs_data = i_rs_addr>3'b111 ? mem[i_rs_addr] : wmem[i_rs_addr];
  always @(posedge i_clk) begin
    if(i_rd_wen) begin
      mem[i_rd_addr] <= i_rd_data;
    end else begin
      mem[i_rd_addr] <= mem[i_rd_addr];
    end
  end
endmodule
</file>
<file path="run.sh">
#!/bin/bash
# OpenROAD 26Q1-2900-gdf79404cd8, Yosys 0.63+post, stock flow scripts
make -C /OpenROAD-flow-scripts/flow DESIGN_CONFIG=/design/flow/config.mk WORK_HOME=/design/flow/orfs finish
</file>
<file path="config.mk">
export PLATFORM = sky130hd
export DESIGN_NAME = neopixel_wrapper
export DESIGN_NICKNAME = neopixel_wrapper
export VERILOG_FILES = /design/flow/design.v
export SDC_FILE = /design/flow/constraint.sdc
export NUM_CORES = 4
export LEC_CHECK = 1
export CORE_UTILIZATION = 40
export SYNTH_MEMORY_MAX_BITS = 65536
</file>
<file path="constraint.sdc">
current_design neopixel_wrapper

set clk_period 5.0
set clk_io_pct 0.2

create_clock -name clk0 -period $clk_period [get_ports {i_clk}]

set non_clock_inputs [all_inputs -no_clocks]
set_input_delay [expr $clk_period * $clk_io_pct] -clock clk0 $non_clock_inputs
set_output_delay [expr $clk_period * $clk_io_pct] -clock clk0 [all_outputs]
</file>
==> flow_summary.ini <==
; implementation run metrics
[clock_tree]
cts_setup_buffers = 0
cts_buffers = 9
cts_tree = built
holdBufCountCts = 0
clockRootBuffer = clkbuf_8
path_clk_slew_ns = 0.07
cts_num_sinks = 59
htree_levels = 3
ctsResizeCount = 0
insertion_delay_ns = 0.34
cts_buffer_depth = 2

[yosys]
ys_area_um2 = 3130
edf_count = 0
async_reset_ff_share_pct = 0
synthesis.area_um2 = 3130
synth_top_area_share_pct = 37.7
syn_area_per_cell_um2 = 8.44
flop_cell = dfxtp_1
yosys_warnings = 35
post_synth_num_cell_types = 60
synth.area.top_cells = dfxtp_1, nor2_1, o21a_1
ys_cells = 371
ys_ff = 59
syn_inst = 371
yosysTopAreaCell = dfxtp_1
seq_area_frac_synth_pct = 37.7

[die]
rows = 31
fp.coreArea_um2 = 7410
ioPinCount = 3
fp.dieH_um = 90.5
fp.dieW_um = 90.5
fp_util_pct = 42.3
chip_area_um2 = 8190

[critical_path]
crit_type = in -> reg
critPathLaunchType = primary input
critPathMaxFanout = 17
worstPathArrival_ns = 3.17
endpoint_kind = register
worstPathRequired_ns = 5.27

[grt]
grt_util_met3_pct = 2.31
grt_usage_pct = 17.0
grt-ovfl-total = 0
grt_pass1_vias = 2316
antenna_found_initial = 0
grt_max_degree = 28
grt_pass1_wl_um = 11400
grtUsageMet1_pct = 29.0
top_usage_layer = met1
grtUsageMet2_pct = 23.2

[power_and_ir_drop]
power.density_nw_per_um2 = 291
intPower_uw = 739
p_leak_nw = 1.23
netSwitchingFraction_pct = 25.7
comb_power_share_pct = 6.3
p_switching_uw = 256
clkPwrFrac_pct = 44.1
irDropWorstVdd_mv = 0.137
pwr-share-seq_pct = 49.6

[drt]
drt-total-wl_um = 6820
diodes = 0
drcViolationCount = 0
via_per_inst = 5.62
wl_per_cell_um = 14.4
firstDrtPassIters = 4
drtIter0Drc = 157
ant_nets = 0
vias = 2652

[final_layout]
regArea_um2 = 1180
syn2layout_area_growth_pct = 9.27
layout_top_cell = dfxtp_1
final_cell_mix = dfxtp_1, nor2_1, nor3_1, a21oi_1, nand2_1
fin_cells = 472
combGateArea_um2 = 1820
n_fill_cell = 717
drive_gt1_share_pct = 10.5
largest_register_ff_count = 24

[timing]
layout_setup_ws_ns = 2.10
finalCritPeriodShare_pct = 58.0
whs_ns = 0.408
finalSetupViolCount = 0
max_freq_mhz = 345
rsz0062_at_grt = no
slew_viol_final = 0
worstMarginPinSlew_ns = 0.906
min_period_ns = 2.90
tns_ns = 0
hold_violations = 0
skew_ns = 0.00973
relSlewSlack_pct = 39.6

[placement]
dp_hpwl_um = 4520
placed_cells = 456
port_buffers = 2
post-place-ws_ns = 1.77
place.gp.congestion = 0.863

[worst_hold_path]
hp-class = reg -> reg

[run]
max_cap_viol_count = 0
warnings = 29

[outcome]
status = finished clean
stage by stage:
step | total power [mW] | cell area, um^2 | utilization (%)
floorplan | 0.551 | 3130 | -
global placement | 0.565 | 3220 | 43.5
detailed placement | 0.566 | 3220 | 43.5
CTS | 1.01 | 3420 | 46.2
global route | 1.04 | 3420 | 46.2
finish | 0.994 | 3420 | 46.2
metal layers:
metal / vias to the layer above / routed length [um]
li1: 1374 / -
met1: 1222 / 3710
met2: 49 / 2750
met3: 7 / 272
met4: 0 / 86
met5: - / 0
cells in the mapped netlist (3+ instances only):
cell / number
dfxtp_1: 59
nor2_1: 57
nor3_1: 24
a21oi_1: 21
nand2_1: 19
o21a_1: 17
clkbuf_1: 16
inv_1: 12
a211oi_1: 11
o21ai_0: 10
ha_1: 8
nand4_1: 8
a31oi_1: 7
nand3_1: 7
o21bai_1: 7
and3_1: 6
mux2i_1: 4
o211ai_1: 4
o21ai_1: 4
or3_1: 4
xnor2_1: 4
a2111oi_2: 3
a31o_1: 3
and2_1: 3
and4_1: 3
o311a_1: 3
o31ai_1: 3
or4_1: 3
critical path: stages:
cell	delay (ns)
clkdlybuf4s50_1	0.82
inv_1	0.48
a21oi_1	0.47
o21ai_1	0.24
a21oi_1	0.16
final cells by class:
type / count / share of cell area (%)
clock buffer: 9 / 3.62
multi-input combinational: 279 / 53.1
clock inverter: 7 / 2.27
timing repair buffer: 6 / 1.46
sequential: 59 / 34.5
tap: 99 / 3.62
inverter: 13 / 1.43
cells by family after synthesis:
| logic type | after synthesis | share of synthesized area, % |
|---|---|---|
| fa+ha+maj | 8 | 3.20 |
| flops | 59 | 37.7 |
| simple gates | 152 | 25.3 |
| buf+inv | 33 | 4.39 |
| compound gates | 111 | 27.0 |
| mux | 4 | 1.28 |
| xor+xnor | 4 | 1.12 |
path summary, 6_finish.rpt:
check,from,to,slack [ns],cells after the start
min,driver.npx_tx.r_state[1],driver.npx_tx.r_state[0],0.41,1
max,i_reset,driver.npx_tx.r_bit_index[3],2.10,5
max reg2reg,driver.npx_tx.r_counter[0],driver.npx_tx.r_counter[7],2.10,6
min reg2reg,driver.npx_tx.r_state[1],driver.npx_tx.r_state[0],0.41,1
power by group through the flow:
| stage | logic [mW] | clock network, mW | registers [mW] |
|---|---|---|---|
| 4_1_cts | 0.0624 | 0.452 | 0.493 |
| 5_1_grt | 0.0699 | 0.472 | 0.495 |
| 6_report | 0.0623 | 0.439 | 0.493 |
Power figures rest on the tool's default switching activity, not on a simulated workload.
