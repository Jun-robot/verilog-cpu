[/design/flow/run.sh]
#!/bin/bash
# OpenROAD 26Q1-2900-gdf79404cd8, Yosys 0.63+post, stock flow scripts
make -C /OpenROAD-flow-scripts/flow DESIGN_CONFIG=/design/flow/config.mk WORK_HOME=/design/flow/orfs finish
[/design/flow/config.mk]
export PLATFORM = sky130hd
export DESIGN_NAME = Z16InstrMemory
export DESIGN_NICKNAME = Z16InstrMemory
export VERILOG_FILES = /design/flow/design.v
export SDC_FILE = /design/flow/constraint.sdc
export NUM_CORES = 4
export LEC_CHECK = 1
export CORE_AREA = 10 10 70 70
export DIE_AREA = 0 0 80 80
[/design/flow/constraint.sdc]
current_design Z16InstrMemory

set clk_period 2.1
set clk_io_pct 0.2

create_clock -name clk0 -period $clk_period

set non_clock_inputs [all_inputs -no_clocks]
set_input_delay [expr $clk_period * $clk_io_pct] -clock clk0 $non_clock_inputs
set_output_delay [expr $clk_period * $clk_io_pct] -clock clk0 [all_outputs]
[/design/flow/design.v]
module Z16InstrMemory(
  input wire[15:0] i_addr,
  output wire[15:0] o_instr
);
  wire[15:0] mem[15:0];
  assign o_instr = mem[i_addr[15:1]];
  assign mem[0] = 16'h0010;  
  assign mem[1] = 16'h0119;  
  assign mem[2] = 16'h0040;  
  assign mem[3] = 16'h7A49;  
  assign mem[4] = 16'h0050;  
  assign mem[5] = 16'h7C59;  
  assign mem[6] = 16'h0070;  
  assign mem[7] = 16'hF879;  
  assign mem[8] = 16'h0060;  
  assign mem[9] = 16'h0169;  
  assign mem[10] = 16'h640B;  
  assign mem[11] = 16'h052A;  
  assign mem[12] = 16'h046E;  
  assign mem[13] = 16'h070D;  
  assign mem[14] = 16'h00FD;  
endmodule
==> results.json <==
{
  "antenna_found_initial": 0,
  "die_w_um": 80,
  "portBuffers": 20,
  "grt_max_degree": 12,
  "hold_path_end": "o_instr[6]",
  "fillers": 385,
  "vias_per_cell": 3.16,
  "synth.distinct_cells": 22,
  "dp_hpwl_um": 798,
  "drtIter0Drc": 20,
  "worstMarginPinSlew_ns": 0.200,
  "overflow": 0,
  "finalSetupViolations": 0,
  "slowest_stage": "clkdlybuf4s50_1",
  "highest_layer": "met3",
  "nClkBuffers": 0,
  "initial_core_util_pct": 8.68,
  "regArea_um2": 0,
  "flops": 0,
  "fp-row-count": 21,
  "syn_area_per_cell_um2": 7.06,
  "grt_pass1_vias": 308,
  "routedWlPerCell_um": 8.56,
  "wl_um": 967,
  "core_area_um2": 3420,
  "run_status": "finished, final reports clean",
  "wl_met3_um": 148,
  "drv_slew": 0,
  "met2_length_um": 413,
  "areaGrowthSynthToFinish_pct": 105,
  "ys_cells": 42,
  "worstHoldStart": "i_addr[4]",
  "min_path_type": "in2out",
  "ys_seq_share_pct": 0,
  "hold_viol": 0,
  "io_pins": 32,
  "crit_path_max_fanout": 11,
  "period_needed_ns": 2.02,
  "min_path_cells": 4,
  "cp-end-kind": "output pin",
  "crit_chain": "clkdlybuf4s15_1, buf_12, inv_4, nor2_1, o22a_1, clkdlybuf4s50_1",
  "die-area_um2": 6400,
  "hold_ws_ns": 1.43,
  "place_congestion": 0.750,
  "maxCapViolCount": 0,
  "cellLeakagePower_nw": 0.251,
  "final_antenna_net_count": 0,
  "drive_gt1_share_pct": 34.3,
  "power_density_nw_per_um2": 179,
  "die_h_um": 80,
  "firstDrtPassIters": 2,
  "final_cell_mix": "clkdlybuf4s50_1 (11), buf_4 (8), nand2_1 (5), dlygate4sd2_1 (5), a21oi_1 (4)",
  "lay_top_count": "clkdlybuf4s50_1",
  "grt_pass1_wl_um": 1440,
  "ys_warn_count": 17,
  "syn_area_um2": 297,
  "critPathLaunchType": "input port",
  "clock.fmax_ghz": 0.494,
  "power.total_mw": 0.109,
  "rsz0062_at_grt": "false",
  "diodes": 0,
  "cp_slowest_stage_delay_ns": 0.47,
  "finalClockPeriodUsage_pct": 96.4,
  "slew_headroom_pct": 86.6,
  "warning_count": 44,
  "cp_data_required_time_ns": 1.68,
  "met1Wirelength_um": 405,
  "yosysChipArea_um2": 297,
  "vias": 357,
  "gr-usage-all-layers_pct": 2.56,
  "syn_inst": 42,
  "route.detailed.drc": 0,
  "arrival_ns": 1.60,
  "peakVddDrop_v": 0.0000275,
  "path_class": "in2out"
}
-- logic make-up (layout without fill, tap and decap cells) --
logic type	Yosys count	count (layout)	synth area share, %
buf+inv	7	32	22.4
simple gates	21	21	46.8
compound gates	12	12	24.5
xor+xnor	1	1	2.95
mux	1	1	3.38
-- synthesized netlist by cell type --
cell / n / area share, %
xnor2_1: 1 / 3.0
o21ai_0: 3 / 5.1
buf_4: 2 / 5.1
nor3b_4: 1 / 6.3
nand3_1: 1 / 1.7
o21bai_1: 1 / 2.5
nor3b_2: 1 / 4.2
buf_6: 4 / 15
nor3_1: 1 / 1.7
nor3b_1: 1 / 2.5
inv_4: 1 / 2.1
a21oi_1: 5 / 8.4
nand2_4: 2 / 7.6
a21oi_2: 1 / 3.0
o21a_1: 1 / 2.5
nand2_1: 5 / 6.3
mux2i_1: 1 / 3.4
o22a_1: 1 / 3.0
nand2b_1: 3 / 6.3
nor2_1: 3 / 3.8
nor2_2: 1 / 2.1
nor2b_1: 2 / 4.2
-- metal layers --
| layer | global-route usage, % | up-vias |
|---|---|---|
| met4 | 0 | 0 |
| met1 | 3.16 | 152 |
| met3 | 0.795 | 0 |
| met5 | 0 | - |
| li1 | - | 191 |
| met2 | 4.49 | 14 |
-- how the worst max path moves through the flow --
stage / from / slack (ns) / endpoint
6_report: i_addr[4] / 0.08 / o_instr[3]
5_1_grt: i_addr[3] / 0.02 / o_instr[9]
4_1_cts: i_addr[3] / 0.007 / o_instr[6]
-- power breakdown --
| part | internal (mW) | switching [mW] |
|---|---|---|
| Combinational | 0.0679 | 0.0409 |
| Clock | 0 | 0 |
| Sequential | 0 | 0 |
-- metrics by stage --
stage / area, um^2 / cells / setup WS, ns / setup TNS, ns / util, %
floorplan: 297 / 42 / 0.729 / 0 / -
global placement: 574 / 111 / -0.326 / -3.99 / 16.8
detailed placement: 574 / 111 / -0.346 / -4.11 / 16.8
CTS: 594 / 113 / 0.00748 / 0 / 17.4
global route: 609 / 113 / 0.0197 / 0 / 17.8
finish: 609 / 113 / 0.0755 / 0 / 17.8
-- cell type report --
| cell class | count | area, um^2 | share of cell area, % |
|---|---|---|---|
| inverters | 1 | 6.26 | 1.03 |
| multi-input cells | 35 | 244 | 40.0 |
| well taps | 46 | 57.6 | 9.45 |
| repair buffers | 31 | 302 | 49.5 |
-- worst max-delay path: cells and delay by family --
kind,cells,cell delay (ns)
buffers and inverters,4,0.93
AND-OR/OR-AND,1,0.15
AND/OR/NAND/NOR,1,0.10
-- repair_timing --
action                                  in CTS  in global routing
gates resized                               15                  4
buffers inserted                             2                  0
gates cloned                                 0                  0
hold endpoints to repair                     0                  0
pin swaps                                    1                  0
hold buffers                                 0                  0
endpoints found under the setup margin      16                  2
Power and IR drop assume default switching activity.
